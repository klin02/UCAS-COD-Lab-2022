**flow/run.sh**
```bash
#!/bin/bash
# OpenROAD 26Q1-2900-gdf79404cd8, Yosys 0.63+post, stock flow scripts
make -C /OpenROAD-flow-scripts/flow DESIGN_CONFIG=/design/flow/config.mk WORK_HOME=/design/flow/orfs finish
```
**flow/config.mk**
```make
export PLATFORM = sky130hd
export DESIGN_NAME = shifter
export DESIGN_NICKNAME = shifter
export VERILOG_FILES = /design/flow/design.v
export SDC_FILE = /design/flow/constraint.sdc
export NUM_CORES = 4
export LEC_CHECK = 1
export CORE_UTILIZATION = 40
```
**flow/constraint.sdc**
```tcl
current_design shifter

set clk_period 5.6
set clk_io_pct 0.2

create_clock -name clk0 -period $clk_period

set non_clock_inputs [all_inputs -no_clocks]
set_input_delay [expr $clk_period * $clk_io_pct] -clock clk0 $non_clock_inputs
set_output_delay [expr $clk_period * $clk_io_pct] -clock clk0 [all_outputs]
```
**flow/design.v**
```verilog
`timescale 10 ns / 1 ns
module shifter (
	input  [32 - 1:0] A,
	input  [              4:0] B,
	input  [              1:0] Shiftop,
	output [32 - 1:0] Result
);
	wire [32 - 1:0] R_SLL;
	wire [32 - 1:0] R_SRL;
	wire [32 - 1:0] R_SRA;
	wire [63:0] SRA_tmp; 
	assign R_SLL = A << B[4:0];
	assign R_SRL = A >> B[4:0];
	assign SRA_tmp = {{32{A[31]}},A} >> B[4:0];
	assign R_SRA = SRA_tmp[31:0];
	assign Result = ({32{Shiftop == 2'b00}} & R_SLL) |
         	        ({32{Shiftop == 2'b10}} & R_SRL) |
               	({32{Shiftop == 2'b11}} & R_SRA) ;
endmodule
```
==> flow_metrics.py <==
# Metrics from the implementation run
metrics = {
    "placement": {
        "gp_congestion": 1.01,
        "portBuffers": 71,
        "place_area_mm2": 0.00472,
        "dp_cells": 647,
        "dp_hpwl_um": 12800,
    },
    "die": {
        "initial_core_util_pct": 41.3,
        "rows": 36,
        "die_w_um": 102,
        "ios": 71,
        "die_area_mm2": 0.0104,
        "placeableCoreArea_mm2": 0.00973,
        "die_h_um": 102,
    },
    "cells_and_area": {
        "area_growth_pct": 17.5,
        "regArea_um2": 0,
        "most-common-layout-cells": "nand2_1, clkdlybuf4s50_1, mux4_2",
        "design_area_mm2": 0.00472,
        "fin_cells": 647,
        "layout_top_cell": "nand2_1",
        "drive_above_1_share_pct": 20.2,
        "seq_cell_count": 0,
        "clockBufferCount": 0,
    },
    "pwr": {
        "power_density_mw_per_mm2": 104,
        "peakVddDrop_mv": 0.0589,
        "power.static_leakage_uw": 0.00171,
    },
    "routing": {
        "post-route-drc-count": 0,
        "routed_wl_um": 16900,
        "drtIter0Drc": 374,
        "post_drt_via_cell_ratio": 6.92,
        "n_antenna_cell": 0,
        "detailroute.via_count": 4477,
        "wl_met2_um": 7410,
        "wl_met3_um": 2030,
        "top_layer": "met4",
        "dr.pass1.iters": 6,
        "wl_met1_um": 6910,
        "wl_per_cell_um": 26.1,
        "ant_nets": 0,
    },
    "yosys": {
        "ys_warn_count": 0,
        "synth_area_mm2": 0.00402,
        "synth.cellmix.adderShare_pct": 0,
        "mux_share_pct": 50.5,
        "synthXorXnorAreaFrac_pct": 0,
        "ys_cells": 479,
        "compound_area_share_pct": 25.0,
        "syn_area_per_cell_um2": 8.38,
        "ys_top_logic_family": "multiplexers",
        "yosys.area_share.simple_pct": 16.2,
        "yosys-stat-area_mm2": 0.00402,
        "ys_types": 59,
        "syn_inst": 479,
        "synth_seq_share_pct": 0,
    },
    "setup_path": {
        "critPathLaunchType": "input port",
        "critPathKind": "input port to primary output",
        "cp_max_fo": 17,
        "arrival_ps": 3970,
        "endpoint_kind": "primary output",
        "cp.required_ps": 4480,
    },
    "timing": {
        "max_slew_margin_pct": 45.5,
        "hold_viol": 0,
        "rsz0062_at_grt": "false",
        "fmax_mhz": 197,
        "finalMaxSlewViolations": 0,
        "fin_tns_setup_ps": 0,
        "setup_viol": 0,
        "finalClockPeriodUsage_pct": 90.8,
        "worst-slew-pin-transition_ps": 814,
        "fin_crit_ps": 5090,
    },
    "job": {
        "maxCapViolations": 0,
        "warning_count": 32,
    },
    "outcome": {
        "status": "complete, no violations",
    },
    "global_route": {
        "grt_pass1_vias": 4176,
        "grt_max_degree": 52,
        "antenna_found_initial": 0,
        "grt_pass1_wl_um": 25200,
        "grt_overflow": 0,
        "grt.total_usage_pct": 34.3,
    },
    "clocking": {
        "holdBufCountCts": 0,
        "ctsResizeCount": 0,
        "post-cts-setup-buffer-count": 0,
    },
    "hold_path": {
        "worstHoldPathType": "input port to primary output",
    },
}
path summary, 6_finish.rpt:
| path | end | start | slack (ps) | depth (start not counted) |
|---|---|---|---|---|
| max | Result[9] | Shiftop[0] | 510 | 7 |
| min | Result[10] | Shiftop[1] | 3400 | 4 |
cell usage after synthesis, types with 3 or more instances:
cell type  instances  area share [%]
nand2_1           72             6.7
mux4_2            55              31
mux2i_1           49              12
nor2_1            34             3.2
clkbuf_1          25             2.3
a21oi_1           23             2.9
mux2_2            19             5.3
a22oi_1           15             2.8
buf_2             12             1.5
o211ai_1          11             2.1
a31oi_1           10             1.6
o21ai_0           10             1.2
nor3_1             9             1.1
o221ai_1           9             2.0
a211oi_1           8             1.5
buf_1              7            0.65
nand3_1            7            0.87
o22ai_1            7             1.1
buf_6              6             1.7
o21a_1             6             1.1
inv_1              5            0.47
nor2b_1            5            0.78
o21ai_1            5            0.62
a32oi_1            4            0.87
mux2_1             4             1.1
o22a_1             4            0.87
a2bb2oi_1          3            0.65
and3_1             3            0.47
buf_4              3            0.56
o31a_1             3            0.65
o32a_1             3            0.75
or2_2              3            0.47
or3_1              3            0.47
report_power, final:
group,leakage (uW),total (uW),internal [uW],switching [uW]
Sequential,0,0,0,0
Combinational,0.00171,489,229,260
Clock,0,0,0,0
per-layer routing:
metal / vias to the layer above / global-route usage [%]
met4: 0 / 9.01
met3: 26 / 12.7
li1: 1990 / -
met2: 305 / 50.1
met5: - / 0
met1: 2156 / 49.2
worst max-delay path: stages:
cell	delay, ps
clkdlybuf4s50_1	710
inv_1	440
nand2_1	200
a2111oi_0	380
nor2_1	140
a221oi_1	420
clkdlybuf4s50_1	550
cell families after synthesis:
family	count (synthesis)
AND/OR/NAND/NOR	148
multiplexers	129
buffers and inverters	61
AND-OR/OR-AND	141
area by class of cell:
class | instances | area, um2
Timing Repair Buffer | 90 | 848
Tap cell | 133 | 166
Fill cell | 941 | 5010
Multi-Input combinational cell | 418 | 3680
Inverter | 6 | 22.5
through the flow:
stage | hold slack (ps) | worst slack [ps] | utilization, % | total power [uW]
4_1_cts | 3400 | 588 | 48.5 | 478
5_1_grt | 3480 | 387 | 48.5 | 521
6_report | 3400 | 515 | 48.5 | 489
2_1_floorplan | 2380 | 1800 | - | 290
3_3_place_gp | 3380 | 506 | 48.5 | 480
3_5_place_dp | 3400 | 604 | 48.5 | 475
Power and IR drop assume default switching activity.
