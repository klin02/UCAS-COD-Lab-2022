<file path="./design.v">
`timescale 10 ns / 1 ns
module mul(
	input clk,
	input rst,
	input [31:0] a,
	input [31:0] b,
	input run,
	output [63:0] result,
	output done
);
	reg [2:0] i;  
	reg [64:0] P; 
	reg [31:0] a_tmp;
	reg [31:0] a_rev; 
	reg [5:0] cnt; 
	reg isDone;
	reg inWork;
	always @ (posedge clk)
	begin
		if(rst)
		begin
			i<=0;
			P<=0;
			a_tmp <=0;
			a_rev <=0;
			cnt <=0;
			isDone <=0;
			inWork <=0;
		end
		else if(run & ~inWork) 
		begin
			inWork <=1;
			a_tmp <= a;
			a_rev <= ~a +1'b1;
			P <= {32'b0, b, 1'b0 };
			i <= 1;
			cnt <=0;
		end
		else if(run & inWork)
		begin
			case(i)
				1:begin 
					if(cnt==32)
					begin
						cnt <=0;
						i <= 3;
					end
					else if( P[1:0] ==2'b00 | P[1:0] == 2'b11)
					begin
						P <= P;
						i <= 2;
					end
					else if( P[1:0] == 2'b01)
					begin
						P <= {P[64:33] + a_tmp , P[32:0]};
						i <= 2;
					end
					else if( P[1:0] == 2'b10)
					begin
						P <= {P[64:33] + a_rev , P[32:0]};
						i <= 2;
					end
				end
				2:begin
					P <= {P[64] ,P[64:1]};
					cnt <= cnt +1'b1;
					i <=1;
				end
				3:begin
					isDone <=1;
					i <= 4;
				end
				4:begin
					isDone <=0;
					inWork <=0;
					i <=0;
				end
				default:
					i <=0;
			endcase
		end
	end
	assign done =isDone;
	assign result = {64{done}} & P[64:1];
endmodule
</file>
<file path="./run.sh">
#!/bin/bash
# OpenROAD 26Q1-2900-gdf79404cd8, Yosys 0.63+post, stock flow scripts
make -C /OpenROAD-flow-scripts/flow DESIGN_CONFIG=/design/flow/config.mk WORK_HOME=/design/flow/orfs finish
</file>
<file path="./config.mk">
export PLATFORM = sky130hd
export DESIGN_NAME = mul
export DESIGN_NICKNAME = mul
export VERILOG_FILES = /design/flow/design.v
export SDC_FILE = /design/flow/constraint.sdc
export NUM_CORES = 4
export LEC_CHECK = 1
export CORE_UTILIZATION = 40
</file>
<file path="./constraint.sdc">
current_design mul

set clk_period 9.4
set clk_io_pct 0.2

create_clock -name clk0 -period $clk_period [get_ports {clk}]

set non_clock_inputs [all_inputs -no_clocks]
set_input_delay [expr $clk_period * $clk_io_pct] -clock clk0 $non_clock_inputs
set_output_delay [expr $clk_period * $clk_io_pct] -clock clk0 [all_outputs]
</file>
==> summary.txt <==
Numbers from the implementation run.

The number of different library cells in the post-synthesis netlist is 60. The maximum fanout encountered on the critical timing path is 8. The async set-or-reset flop fraction in the synthesized netlist is 0%. The number of iterations in the first detailed-routing pass is 5.

The number of buffers inserted during clock tree synthesis is 17. For this run, the total global-route usage over all layers was measured as 21.9%. Synthesis handed over a netlist of 1076 instances. For this run, global-route usage on met1 was measured as 35.4%.

Yosys mapped a number of flops with a built-in enable equal to 0. The worst path in the final design needs a cycle of 4390 ps, including I/O delays and setup. The row count is 52. By startpoint and endpoint, the worst setup path is classified as in2reg. After the first detailed-routing iteration, the DRC count stood at 499.

The global route stage reports its total congestion overflow as 0. RePlAce ended its routability-driven mode at a weighted congestion of 0.964. Data on the critical path is required at its endpoint by 9750 ps. The later pin in the worst-skew pair is clocked with a latency of 420 ps.

The final total negative setup slack is 0 ps. The antenna diode instance count is 0. The worst setup path is launched from an input port. The slack of the worst reg-to-reg path is 5310 ps. For this run, the final setup violation count is recorded as 0. Dividing total power by cell area gives a power density of 139 nW/um^2. The multi-input combinational cells in the finished layout cover a total of 5320 um^2. The final standard cell count with taps included and fillers excluded is 1447. Among all stages on the critical path, the maximum delay recorded is 550 ps.

Per the detail_route report, DRC violations left total 0. Across the whole layout, storage elements account for 2800 um^2. The worst VDD IR drop from the latest analysis is 0.108 mV.

The instance count on the critical path is 10. The detailed router placed 7869 vias in this run. Walking the worst path, the cells encountered are clkdlybuf4s50_1 -> inv_1 -> ha_1 -> or4b_1 -> nand2b_1 -> or2_1 -> or4_1 -> xor2_1 -> nand2_1 -> a21oi_1. Global routing consumed, on the met2 layer, 33.0% of the routing resources.

The tool warning count for the run is 32. TritonCTS built the clock tree. The startpoint of the lowest-slack register-to-register path is P[1]$_SDFFE_PP0P_. The pin closest to its max-slew limit shows a slew of 759 ps.

The count of buffers added by post-CTS timing repair for setup is 0. The cell resize tally after clock tree synthesis is 0. The synthesized netlist occupies a cell area of 8450 um^2. The die is 147 um tall. Based on the critical path, the design can be clocked at up to 0.228 GHz. Cells with a size suffix above 1 make up 7.48% of the layout. The initial antenna violation count is 0. According to the timing report, the critical path is captured at a_rev[26]$_SDFFE_PP0P_. The endpoint of the worst-slack reg-to-reg timing path is P[56]$_SDFFE_PP0P_. In the layout the commonest cells are sky130_fd_sc_hd__nand2_1, sky130_fd_sc_hd__dfxtp_1, sky130_fd_sc_hd__clkdlybuf4s50_1.

The clock slew at the register clock pins of the worst setup and hold paths is 60 ps. Per the hold report, the tightest min-delay path originates at a_rev[20]$_SDFFE_PP0P_. Setup repair after global routing left no endpoint under its margin. The I/O pin total is 132. The chip footprint is 21700 um^2. In this run the most used layer during global routing was met1. By instance count after routing, the leading logic cell type is sky130_fd_sc_hd__nand2_1. The deepest clock path buffer count is 2.

The warning tally printed by Yosys for this design is 1. Per Yosys stat, the portion of area used by sequential elements is 33.2%. The number of cells traversed by the worst register-to-register path is 12. The main area contributors are sky130_fd_sc_hd__dfxtp_1, sky130_fd_sc_hd__a21oi_1, sky130_fd_sc_hd__nand2_1.

For this design, Yosys synthesis ends with a cell count of 1076. Once placement completed, the tool counted placed cells totaling 1415. The final count of hold timing violations is 0. The worst path uses 46.7% of the clock period. The slew check shows that the tightest pin keeps a relative margin of 49.4%. The tool flagged a number of max-cap violations equal to 0. The dominant synthesized flop cell is sky130_fd_sc_hd__dfxtp_1. The slowest library cell on the worst path is sky130_fd_sc_hd__or4_1. The average wire length per cell after detail routing is 15.9 um. Counting every sink on the clock net gives 140. After detailed routing, the number of vias per cell comes to 5.44. The average footprint of a synthesized cell is 7.85 um^2. For this run, global-route usage on met3 was measured as 2.73%. The H-tree was split into 4 levels. The chip area from the yosys synthesis statistics is 8450 um^2. The number of storage elements in the synthesis netlist is 140. The initial utilization of the core area, before any placement, comes to 41.2%.

The core outline area is 20500 um^2. On the final layout, the worst clock skew is 7.83 ps. For reference, the critical path is launched at a[0]. The arrival time of data at the worst endpoint is listed as 4740 ps. The final tally of max-slew violations is 0. The quantity of I/O buffers inserted on ports is 131. The path class of the lowest-slack min-delay path is reg2reg.

STA classifies the critical path endpoint as a register. In this run, post-CTS hold repair placed 0 buffers. The final layout contains routed wiring with a total length of 23000 um.

The die is 147 um wide. The area fraction of the largest cell type after synthesis is 33.2%. The standby leakage power is 3.92 nW. Broken down by cell family, the worst path's largest delay share belongs to simple AND/OR/NAND/NOR gates.

The first global-routing pass estimated 37700 um of wire. The post-synthesis cell type with the largest combined area is sky130_fd_sc_hd__dfxtp_1. The count of antenna-violating nets left after detailed routing is 0. The clock tree root driver cell is sky130_fd_sc_hd__clkbuf_16. Together, buffers and inverters on the worst path number 2. The maximum number of pins on one net before global-route repair is 63.

The signed area change from the synthesized netlist to the final layout is 24.6%. The flow ran to the end, and the final reports show no timing, DRC or antenna violations. After legalization and detailed placement, the total HPWL measured 16400 um. The number of global-route vias before repair was 7268. The layout has 2013 filler cells.
[how the worst min path moves through the flow]
stage | to | slack, ps | cells after the start
finish | a_rev[20]$_SDFFE_PP0P_ | 450 | 2
global route | a_rev[10]$_SDFFE_PP0P_ | 470 | 2
CTS | a_rev[11]$_SDFFE_PP0P_ | 450 | 2
[cells by family (layout without fill, tap and decap cells)]
family / count (synthesis) / in the layout / share of synthesized area [%]
DFF: 140 / 140 / 33.2
buffers and inverters: 91 / 192 / 4.04
and+or+nand+nor: 429 / 429 / 24.4
AOI/OAI and AO/OA: 284 / 284 / 21.7
muxes: 39 / 39 / 5.08
adders and majority gates: 42 / 42 / 6.31
xor gates and xnor gates: 51 / 51 / 5.29
[layout make-up]
type                       instances  area share, %
multi-input combinational        845           50.6
clock buffer                      17           4.04
clock inverter                    15           1.65
inverter                          16          0.571
sequential                       140           26.6
timing repair buffer             144           13.3
tap                              270           3.21
[flip-flops by register name, summed over array words and instances, names as in the netlist]
name and flops:
P 65, a_rev 31, a_tmp 32, cnt 6, i 4, inWork 1, isDone 1
[power by group]
part / internal, W / switching [W]
Clock: 0.000416 / 0.000263
Combinational: 0.0000694 / 0.0000847
Sequential: 0.000618 / 0.0000141
Total: 0.00110 / 0.000362
[stage by stage]
stage / total power, W / setup WS, ps / util [%] / cell area, um^2 / hold WS (ps)
after floorplan: 0.000736 / 5280 / - / 8450 / 429
after global placement: 0.000798 / 4630 / 48.4 / 9930 / 436
final: 0.00147 / 5010 / 51.4 / 10500 / 448
after global routing: 0.00153 / 4870 / 51.4 / 10500 / 466
after detailed placement: 0.000798 / 4590 / 48.4 / 9930 / 441
after CTS: 0.00148 / 5020 / 51.4 / 10500 / 449
[metal layers]
metal,wire length (um),vias up
met5,0,-
met4,132,0
met3,1110,6
met2,10100,190
met1,11600,3628
li1,-,4045
[cells in the mapped netlist, types with 2 or more instances]
master / count
sky130_fd_sc_hd__a22o_1: 3
sky130_fd_sc_hd__o211ai_1: 14
sky130_fd_sc_hd__o21bai_1: 2
sky130_fd_sc_hd__o31ai_1: 6
sky130_fd_sc_hd__a21o_1: 8
sky130_fd_sc_hd__a222oi_1: 31
sky130_fd_sc_hd__a2111oi_0: 2
sky130_fd_sc_hd__o211a_1: 3
sky130_fd_sc_hd__and2_1: 67
sky130_fd_sc_hd__dfxtp_1: 140
sky130_fd_sc_hd__nor4_1: 8
sky130_fd_sc_hd__xnor2_1: 25
sky130_fd_sc_hd__clkbuf_1: 71
sky130_fd_sc_hd__nand3b_1: 3
sky130_fd_sc_hd__or4_4: 2
sky130_fd_sc_hd__o41ai_1: 3
sky130_fd_sc_hd__inv_1: 16
sky130_fd_sc_hd__a21boi_0: 5
sky130_fd_sc_hd__or3_1: 19
sky130_fd_sc_hd__and4_1: 2
sky130_fd_sc_hd__buf_1: 4
sky130_fd_sc_hd__nand2_1: 164
sky130_fd_sc_hd__mux2_2: 31
sky130_fd_sc_hd__xor2_1: 26
sky130_fd_sc_hd__o22ai_1: 7
sky130_fd_sc_hd__or2_2: 2
sky130_fd_sc_hd__nand3_1: 17
sky130_fd_sc_hd__ha_1: 41
sky130_fd_sc_hd__nand4_1: 9
sky130_fd_sc_hd__a211oi_1: 10
sky130_fd_sc_hd__nor2b_1: 3
sky130_fd_sc_hd__a31oi_1: 7
sky130_fd_sc_hd__mux2i_1: 8
sky130_fd_sc_hd__nor2_1: 83
sky130_fd_sc_hd__nand2b_1: 8
sky130_fd_sc_hd__and3_1: 11
sky130_fd_sc_hd__or2_1: 2
sky130_fd_sc_hd__or4_1: 4
sky130_fd_sc_hd__o21a_1: 6
sky130_fd_sc_hd__a21oi_1: 123
sky130_fd_sc_hd__a311oi_1: 6
sky130_fd_sc_hd__o21ai_0: 38
sky130_fd_sc_hd__nor3_1: 19
[worst register-to-register path, delay by kind of cell (launching register included)]
kind | cells | cell delay, ps
AOI/OAI and AO/OA | 5 | 1790
xor gates and xnor gates | 1 | 260
adders and majority gates | 2 | 470
buffers and inverters | 2 | 520
DFF | 1 | 380
muxes | 1 | 440
and+or+nand+nor | 1 | 140
Power is estimated from default activity; no workload was simulated.
