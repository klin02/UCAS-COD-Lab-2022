===== design.v =====
`timescale 10ns / 1ns
module adder (
	input  [7:0] operand0,
	input  [7:0] operand1,
	output [7:0] result
);
	assign result =operand0 + operand1;
endmodule

===== run.sh =====
#!/bin/bash
# OpenROAD 26Q1-2900-gdf79404cd8, Yosys 0.63+post, stock flow scripts
make -C /OpenROAD-flow-scripts/flow DESIGN_CONFIG=/design/flow/config.mk WORK_HOME=/design/flow/orfs finish

===== config.mk =====
export PLATFORM = sky130hd
export DESIGN_NAME = adder
export DESIGN_NICKNAME = adder
export VERILOG_FILES = /design/flow/design.v
export SDC_FILE = /design/flow/constraint.sdc
export NUM_CORES = 4
export LEC_CHECK = 1
export CORE_AREA = 10 10 70 70
export DIE_AREA = 0 0 80 80

===== constraint.sdc =====
current_design adder

set clk_period 5.8
set clk_io_pct 0.2

create_clock -name clk0 -period $clk_period

set non_clock_inputs [all_inputs -no_clocks]
set_input_delay [expr $clk_period * $clk_io_pct] -clock clk0 $non_clock_inputs
set_output_delay [expr $clk_period * $clk_io_pct] -clock clk0 [all_outputs]

==> qor.txt <==
OpenROAD warning count -> 32
Filler cells -> 402
post-layout min period -> 4370 ps
CP cell instances -> clkdlybuf4s50_1 -> ha_1 -> inv_1 -> fa_1 -> nor2b_4 -> o31a_1 -> o311ai_1 -> clkdlybuf4s50_1
crit start category -> input port
CP dominant cell by count -> clkdlybuf4s50_1
total negative setup slack -> 0 ps
Hold Path End -> result[0]
setup bufs post-CTS -> 0
critical path class -> input port to primary output
RSZ-0062 raised after global routing -> no
IO buf count -> 24
WP data arrival -> 3210 ps
core area -> 3420 um^2
Min-Delay Path Class -> input port to primary output
PD cells -> 98.2 nW/um^2
post-DP HPWL -> 1030 um
Slew @ Worst Pin -> 403 ps
Vias/cell -> 3.59
DRT iter0 DRCs -> 7
max-slew violation count -> 0
highest-delay cell along the critical path -> clkdlybuf4s50_1
FMAX -> 229 MHz
cells in synth_stat.txt -> 42
DRC Markers -> 0
IO Count -> 24
total track usage -> 3.38%
FP Util -> 9.71%
hold_sp -> operand1[0]
Distinct cells, synth -> 23
Routed Antenna Nets -> 0
Rel. slew slack -> 73.0%
Netlist Area Pre-Place -> 332 um^2
register area share after synthesis -> 0%
PostCTS Resize Cnt -> 0
# setup viols final -> 0
CLK BUF -> 0
run status -> finished clean
layout cell share with drive strength beyond 1 -> 1.52%
Cell Rows -> 21
worst vdd ir -> 29.2 uV
final worst slack -> 1430 ps
hold_buf cts -> 0
initial antenna violation count -> 0
Critical Path Sink Type -> primary output
register area -> 0 um^2
max_cap viols -> 0
die width -> 80 um
CP peak stage delay -> 520 ps
largest net degree at the start of global routing -> 7
Layout area overhead -> 89.8%
total global routing overflow -> 0
Crit path required time -> 4640 ps
Hold Vio Cnt, Final -> 0
hold path cells -> 3
Ant. Diodes -> 0
post-synthesis cell count -> 42
die area -> 6400 um^2
Final Cycle Share -> 75.3%
vias in the first global route -> 416
DRT Wirelength -> 1110 um
synthesis warning total -> 0
DR WL/cell -> 9.94 um
first-pass GRT wire length -> 1810 um
leak pwr -> 0.242 nW
Yosys chip area -> 332 um^2
die span in y -> 80 um
Final Wtd Congestion -> 0.705
vias -> 402
Max FO, Critical Path -> 3
Seq Cell Count -> 0
Logic area -> 313 um^2
DP Worst Slack -> 1410 ps
DRT Pass-1 Iters -> 5
mean post-synth cell area -> 7.89 um^2
## layout by cell type, fill, tap and decap left out
| master | Yosys | final |
|---|---|---|
| nor3b_1 | 1 | 1 |
| nor2b_4 | 1 | 1 |
| ha_1 | 7 | 7 |
| fa_1 | 1 | 1 |
| xor2_1 | 2 | 2 |
| o311ai_0 | 1 | 1 |
| nor2_1 | 1 | 1 |
| nand2_1 | 1 | 1 |
| o21ai_0 | 2 | 2 |
| nor2b_1 | 1 | 1 |
| a211oi_1 | 1 | 1 |
| a21oi_1 | 5 | 5 |
| o31a_1 | 1 | 1 |
| o2bb2ai_1 | 1 | 1 |
| xnor2_1 | 2 | 2 |
| nor3_1 | 1 | 1 |
| o211ai_1 | 3 | 3 |
| a221oi_1 | 1 | 1 |
| a21o_1 | 1 | 1 |
| o21a_1 | 1 | 1 |
| o311ai_1 | 1 | 1 |
| clkdlybuf4s50_1 | 0 | 24 |
| inv_1 | 5 | 5 |
| nand2b_1 | 1 | 1 |
## Yosys cell counts
library cell,number,area share [%]
o21ai_0,2,3.0
nor2b_4,1,4.1
nand2_1,1,1.1
xnor2_1,2,5.3
nand2b_1,1,1.9
nor3b_1,1,2.3
nor3_1,1,1.5
a221oi_1,1,2.6
a21o_1,1,2.3
o311ai_1,1,2.6
o211ai_1,3,6.8
o2bb2ai_1,1,2.6
nor2b_1,1,1.9
inv_1,5,5.7
o311ai_0,1,2.6
xor2_1,2,5.3
a21oi_1,5,7.5
fa_1,1,6.0
a211oi_1,1,2.3
nor2_1,1,1.1
o21a_1,1,2.3
ha_1,7,26
o31a_1,1,2.6
## power breakdown
part,internal [mW],switching [mW],total [mW]
clock network,0,0,0
logic,0.0402,0.0216,0.0618
registers,0,0,0
## kinds of logic after synthesis
group	count (synthesis)	share of synthesized area, %
adder cells (fa/ha/maj)	8	32.5
XOR/XNOR	4	10.6
AND-OR/OR-AND	18	37.4
buffers and inverters	5	5.66
AND/OR/NAND/NOR	7	14.0
## through the flow
stage / utilization, % / hold WS [ps] / cell area (um^2) / cells / power, mW
floorplan: - / 2390 / 332 / 42 / 0.0263
global placement: 18.4 / 3370 / 629 / 112 / 0.0628
detailed placement: 18.4 / 3360 / 629 / 112 / 0.0628
CTS: 18.4 / 3360 / 629 / 112 / 0.0634
global route: 18.4 / 3400 / 629 / 112 / 0.0696
finish: 18.4 / 3350 / 629 / 112 / 0.0618
## layer usage
metal,up-vias,track usage [%],wire (um)
met5,-,0,0
li1,211,-,-
met1,173,4.17,475
met4,0,0,0
met2,18,5.14,428
met3,0,2.16,209
## area by class of cell
type,instances,share of cell area [%]
multi-input cells,37,49.7
inverters,5,2.98
well taps,46,9.15
repair buffers,24,38.2
## how the worst max path moves through the flow
| stage | start | to | slack [ps] | depth (start not counted) |
|---|---|---|---|---|
| after CTS | operand0[0] | result[6] | 1410 | 8 |
| after global routing | operand0[0] | result[6] | 1290 | 8 |
| final | operand0[0] | result[6] | 1430 | 8 |
## critical path, delay by kind of cell
kind | cells | cell delay [ps]
fa+ha+maj | 2 | 480
buf+inv | 3 | 1000
compound gates | 2 | 510
simple gates | 1 | 60
Power figures rest on the tool's default switching activity, not on a simulated workload.
