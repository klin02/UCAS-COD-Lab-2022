--- /design/flow/design.v ---
`timescale 10ns / 1ns
module icache_top (
	input	      clk,
	input	      rst,
	input         from_cpu_inst_req_valid,
	input  [31:0] from_cpu_inst_req_addr,
	output        to_cpu_inst_req_ready,
	output        to_cpu_cache_rsp_valid,
	output [31:0] to_cpu_cache_rsp_data,
	input	      from_cpu_cache_rsp_ready,
	output        to_mem_rd_req_valid,
	output [31:0] to_mem_rd_req_addr,
	input         from_mem_rd_req_ready,
	input         from_mem_rd_rsp_valid,
	input  [31:0] from_mem_rd_rsp_data,
	input         from_mem_rd_rsp_last,
	output        to_mem_rd_rsp_ready
);
	localparam 	WAIT		= 8'b00000001,
			TAG_RD		= 8'b00000010,
			EVICT		= 8'b00000100,
			MEM_RD		= 8'b00001000,
			RECV		= 8'b00010000,
			CACHE_RD	= 8'b00100000,
			REFILL		= 8'b01000000,
			RESP		= 8'b10000000;
	reg [7:0]	cur_state;
	reg [7:0]	next_state;
	reg [8-1:0]	valid0 	;
	reg [8-1:0]	valid1 	;
        reg [8-1:0]	valid2 	;
        reg [8-1:0]	valid3 	;
        wire TagWen0;
        wire TagWen1;
        wire TagWen2;
        wire TagWen3;
        wire [24-1 : 0] Tag0;
        wire [24-1 : 0] Tag1;
        wire [24-1 : 0] Tag2;
        wire [24-1 : 0] Tag3;
        wire DataWen0;
        wire DataWen1;
        wire DataWen2;
        wire DataWen3;
        wire [256-1:0] Array_Wdata;
        wire [256-1:0] Data0;
        wire [256-1:0] Data1;
        wire [256-1:0] Data2;
        wire [256-1:0] Data3;
	reg [31:0]	cpu_inst_addr;
	wire [3-1:0] set;
	wire [24 -1:0]	 tag;
	wire [4:0]	offset;
	wire Read_Hit;
	reg  Hit_reg;  
	wire hit0;
	wire hit1;
	wire hit2;
	wire hit3;
	reg  choose0;  
	reg  choose1;
	reg  choose2;
	reg  choose3;
	wire choose01;  
	reg [2:0] PLRU[8-1:0];	 
	wire valid;	 
	wire way0;	
	wire way1;
	wire way2;
	wire way3;
	wire [256-1:0]	cache_block_data;
	wire [ 31:0]	cache_final_data;
	reg  [256-1:0]	mem_block_data;
	wire [ 31:0]	mem_final_data;
	always @(posedge clk) begin
		if(rst)
			cur_state <= WAIT;
		else 
			cur_state <= next_state;
	end
	always @(*) begin
		case (cur_state)
			WAIT: begin
				if(from_cpu_inst_req_valid)
					next_state = TAG_RD;
				else
					next_state = WAIT;
			end
			TAG_RD: begin
				if(~Read_Hit)
					next_state = EVICT;
				else if(Read_Hit)
					next_state = CACHE_RD;
				else
					next_state = TAG_RD;
			end
			EVICT: begin
				next_state = MEM_RD;
			end
			MEM_RD: begin
				if(from_mem_rd_req_ready)
					next_state = RECV;
				else 
					next_state = MEM_RD;
			end
			RECV: begin
				if(from_mem_rd_rsp_valid & from_mem_rd_rsp_last)
					next_state = REFILL;
				else 
					next_state = RECV;
			end
			CACHE_RD: begin
				next_state = RESP;
			end
			REFILL: begin
				next_state = RESP;
			end
			RESP: begin
				if(from_cpu_cache_rsp_ready)
					next_state = WAIT;
				else
					next_state = RESP;
			end
			default:
				next_state = WAIT;
		endcase
	end
	always @(posedge clk) begin
		if(cur_state == WAIT)
			cpu_inst_addr <= from_cpu_inst_req_addr;
	end
	assign tag	= cpu_inst_addr[31:32-24];
	assign set	= cpu_inst_addr[4 + 3:5];
	assign offset	= cpu_inst_addr[4:0];
	assign hit0	= valid0[set] & Tag0 == tag;
	assign hit1	= valid1[set] & Tag1 == tag;
	assign hit2	= valid2[set] & Tag2 == tag;
	assign hit3	= valid3[set] & Tag3 == tag;
	assign Read_Hit = hit0 | hit1 | hit2 | hit3;
	assign valid = valid0[set] & valid1[set] & valid2[set] & valid3[set];
	assign way0 = 	(valid & ~PLRU[set][1] & ~PLRU[set][0]) | 
			(~valid0[set]);
	assign way1 = 	(valid &  PLRU[set][1] & ~PLRU[set][0]) |
			(valid0[set] & ~valid1[set]);
	assign way2 = 	(valid & ~PLRU[set][2] &  PLRU[set][0]) |
			(valid0[set] & valid1[set] & ~valid2[set]);
	assign way3 = 	(valid &  PLRU[set][2] &  PLRU[set][0]) |
			(valid0[set] & valid1[set] & valid2[set] & ~valid3[set]);
	assign choose01 = choose0 | choose1;
	always @(posedge clk) begin
		if(rst) begin  
			PLRU[0] <= 3'b0; PLRU[1] <= 3'b0; PLRU[2] <= 3'b0; PLRU[3] <= 3'b0; 
			PLRU[4] <= 3'b0; PLRU[5] <= 3'b0; PLRU[6] <= 3'b0; PLRU[7] <= 3'b0;
		end
		else if (cur_state == RESP) begin
			PLRU[set][0] <= choose01;
			if(choose01) 
				PLRU[set][1] <= choose0;
			else 
				PLRU[set][2] <= choose2;
		end
	end
	always @(posedge clk) begin
		if(cur_state == TAG_RD)  
		begin
			Hit_reg <= Read_Hit;
			choose0 <= hit0;
			choose1 <= hit1;
			choose2 <= hit2;
			choose3 <= hit3;
		end
		if(cur_state == EVICT)  
		begin
			choose0 <= way0;
			choose1 <= way1;
			choose2 <= way2;
			choose3 <= way3;
		end
	end
	always @(posedge clk) begin
		if(rst) begin
			valid0[8-1:0] <= {8{1'b0}};
                        valid1[8-1:0] <= {8{1'b0}};
                        valid2[8-1:0] <= {8{1'b0}};
                        valid3[8-1:0] <= {8{1'b0}};
		end
		else if(cur_state == REFILL) begin
			if(choose0) 		valid0[set] <= 1'b1;
			else if(choose1)	valid1[set] <= 1'b1;
			else if(choose2)	valid2[set] <= 1'b1;
			else if(choose3)	valid3[set] <= 1'b1;
		end
	end
	assign TagWen0 = cur_state[6] & choose0;  
        assign TagWen1 = cur_state[6] & choose1;
        assign TagWen2 = cur_state[6] & choose2;
        assign TagWen3 = cur_state[6] & choose3;
	assign DataWen0 = cur_state[6] & choose0;
	assign DataWen1 = cur_state[6] & choose1;
	assign DataWen2 = cur_state[6] & choose2;
	assign DataWen3 = cur_state[6] & choose3;
	assign Array_Wdata = mem_block_data;
	assign cache_block_data = 	( {256{choose0}} & Data0 ) |
					( {256{choose1}} & Data1 ) |
					( {256{choose2}} & Data2 ) |
					( {256{choose3}} & Data3 ) ;
	assign cache_final_data = cache_block_data[ {offset,3'b0} +: 32 ];
	assign to_mem_rd_req_addr = {cpu_inst_addr[31:5],5'b0};
	always @(posedge clk) begin
		if(cur_state == RECV & from_mem_rd_rsp_valid)
			mem_block_data <= {from_mem_rd_rsp_data , mem_block_data[255:32]};
	end	 
	assign mem_final_data = mem_block_data[ {offset,3'b0} +: 32 ];
	assign to_cpu_cache_rsp_data = 	( {32{ Hit_reg}} & cache_final_data) |
					( {32{~Hit_reg}} & mem_final_data)   ;
	assign to_cpu_inst_req_ready 	= cur_state[0];  
	assign to_cpu_cache_rsp_valid 	= cur_state[7];  
	assign to_mem_rd_req_valid 	= cur_state[3];  
	assign to_mem_rd_rsp_ready 	= cur_state[4] | (cur_state == WAIT);  
        tag_array tag_way0(
                .clk    (clk),
                .waddr  (set),
                .raddr  (set),
                .wen    (TagWen0),
                .wdata  (tag),
                .rdata  (Tag0)
        );
        tag_array tag_way1(
                .clk    (clk),
                .waddr  (set),
                .raddr  (set),
                .wen    (TagWen1),
                .wdata  (tag),
                .rdata  (Tag1)
        );
        tag_array tag_way2(
                .clk    (clk),
                .waddr  (set),
                .raddr  (set),
                .wen    (TagWen2),
                .wdata  (tag),
                .rdata  (Tag2)
        );
        tag_array tag_way3(
                .clk    (clk),
                .waddr  (set),
                .raddr  (set),
                .wen    (TagWen3),
                .wdata  (tag),
                .rdata  (Tag3)
        );
        data_array data_way0(
                .clk    (clk),
                .waddr  (set),
                .raddr  (set),
                .wen    (DataWen0),
                .wdata  (Array_Wdata),
                .rdata  (Data0)
        );
        data_array data_way1(
                .clk    (clk),
                .waddr  (set),
                .raddr  (set),
                .wen    (DataWen1),
                .wdata  (Array_Wdata),
                .rdata  (Data1)
        );
        data_array data_way2(
                .clk    (clk),
                .waddr  (set),
                .raddr  (set),
                .wen    (DataWen2),
                .wdata  (Array_Wdata),
                .rdata  (Data2)
        );
        data_array data_way3(
                .clk    (clk),
                .waddr  (set),
                .raddr  (set),
                .wen    (DataWen3),
                .wdata  (Array_Wdata),
                .rdata  (Data3)
        );
endmodule
`timescale 10 ns / 1 ns
module data_array(
	input                             clk,
	input  [3 - 1:0] waddr,
	input  [3 - 1:0] raddr,
	input                             wen,
	input  [256 - 1:0] wdata,
	output [256 - 1:0] rdata
);
	reg [256-1:0] array[ (1 << 3) - 1 : 0];
	always @(posedge clk)
	begin
		if(wen)
			array[waddr] <= wdata;
	end
assign rdata = array[raddr];
endmodule
`timescale 10 ns / 1 ns
module tag_array(
	input                             clk,
	input  [3 - 1:0] waddr,
	input  [3 - 1:0] raddr,
	input                             wen,
	input  [24 - 1:0] wdata,
	output [24 - 1:0] rdata
);
	reg [24-1:0] array[ 1 << 3 - 1 : 0];
	always @(posedge clk)
	begin
		if(wen)
			array[waddr] <= wdata;
	end
assign rdata = array[raddr];
endmodule
--- /design/flow/run.sh ---
#!/bin/bash
# OpenROAD 26Q1-2900-gdf79404cd8, Yosys 0.63+post, stock flow scripts
make -C /OpenROAD-flow-scripts/flow DESIGN_CONFIG=/design/flow/config.mk WORK_HOME=/design/flow/orfs finish
--- /design/flow/config.mk ---
export PLATFORM = sky130hd
export DESIGN_NAME = icache_top
export DESIGN_NICKNAME = icache_top
export VERILOG_FILES = /design/flow/design.v
export SDC_FILE = /design/flow/constraint.sdc
export NUM_CORES = 4
export LEC_CHECK = 1
export CORE_UTILIZATION = 40
export SYNTH_MEMORY_MAX_BITS = 65536
--- /design/flow/constraint.sdc ---
current_design icache_top

set clk_period 138.4
set clk_io_pct 0.2

create_clock -name clk0 -period $clk_period [get_ports {clk}]

set non_clock_inputs [all_inputs -no_clocks]
set_input_delay [expr $clk_period * $clk_io_pct] -clock clk0 $non_clock_inputs
set_output_delay [expr $clk_period * $clk_io_pct] -clock clk0 [all_outputs]
==> results.py <==
# Flow results
metrics = {
    "synthesis": {
        "ys_cells": 16340,
        "async_reset_ff_share_pct": 0,
        "yosys_area_mm2": 0.3549,
        "synth_seq_share_pct": 76.30,
        "enable_flop_cells": 8989,
        "synthFlopType": "edfxtp_1",
        "topCellsByArea": "edfxtp_1, mux4_2, mux2i_1",
        "synth.cell_area_mm2": 0.3549,
        "synth_cells": 16340,
        "ys_ff": 9032,
        "top_area_cell": "edfxtp_1",
        "synth_area_per_cell_um2": 21.72,
        "ys_types": 97,
        "synth_warnings": 3,
        "top_area_share_pct": 76.05,
    },
    "clock_network": {
        "cts_hold_buf": 0,
        "numCtsBuffers": 864,
        "post_cts_resized": 0,
        "cts_root_buf": "clkbuf_16",
        "cts_max_level": 6,
        "cts_tree": "done",
        "cts_sinks": 9032,
        "cts_max_path_buffers": 4,
        "clkLatencyLatePin_ns": 1.24,
        "cts_setup_buffers": 0,
        "clkSlewWorstSetupHoldPaths_ns": 0.06,
    },
    "power": {
        "peakVddDrop_mv": 0.01540,
        "total_power_mw": 6.055,
        "p_leak_nw": 124.9,
        "powerDensity_mw_per_mm2": 15.07,
    },
    "place": {
        "globalplace.congestion": 0.9899,
        "dp_hpwl_um": 680500,
        "port_buffers": 133,
    },
    "sta": {
        "fin_setup_tns_ns": 0,
        "slew_headroom_pct": -18.13,
        "fin_crit_sh_pct": 27.02,
        "grt_setup_unrepaired": "false",
        "maxSlewViolCount": 3,
        "fmax_ghz": 0.02674,
        "setup_viol": 0,
        "min_period_ns": 37.39,
        "skew_ns": 0.1373,
        "finalHoldViolations": 0,
        "worst_slew_pin_slew_ns": 1.753,
    },
    "die": {
        "die_y_um": 944.0,
        "io-pin-count": 139,
        "die_x_um": 944.0,
        "die_area_mm2": 0.8911,
        "coreArea_mm2": 0.8832,
        "fp-utilization_pct": 40.19,
        "std_cell_rows": 345,
    },
    "worst_setup_path": {
        "r2r_end": "cur_state[2]$_SDFF_PP0_",
        "crit_type": "reg -> out",
        "crit_path_max_fanout": 77,
        "critPathCaptureType": "output port",
        "reg2reg_slack_ns": 131.46,
        "startpoint_type": "flop",
        "critical_path_required_ns": 110.72,
        "reg2reg_depth": 15,
        "worstPathArrival_ns": 9.71,
    },
    "route": {
        "initialDrtViolationCount": 15010,
        "num_vias": 182800,
        "wl_per_cell_um": 38.09,
        "antenna_left": 0,
        "dr.pass1.iters": 7,
        "drcViolationCount": 0,
        "routed_via_density": 6.083,
        "drt-total-wl_um": 1145000,
    },
    "cells_and_area": {
        "syn_to_final_growth_pct": 13.21,
        "layout_top_cells": "edfxtp_1, mux4_2, buf_4",
        "drive_above_1_share_pct": 25.86,
        "layout_top_cell": "edfxtp_1",
    },
    "global_routing": {
        "grt_pass1_vias": 197400,
        "antenna_found_initial": 74,
        "grt_use_total_pct": 28.29,
        "grt_pass1_wl_um": 1577000,
        "grt_max_degree": 107,
        "grt_remaining_overflow": 0,
    },
    "flow_run": {
        "warning_count": 34,
        "drv_cap": 1,
    },
    "worst_hold_path": {
        "hold_class": "reg -> reg",
        "hold_start": "mem_block_data[83]$_DFFE_PP_",
        "min_path_cells": 0,
        "holdPathEnd": "mem_block_data[51]$_DFFE_PP_",
    },
    "run_status": {
        "violations": "capacitance limit, slew limit",
        "status": "finished with violations",
    },
}
[Yosys cell counts (all sizes together) (173+ instances only)]
cell type	n
edfxtp	8989
mux4	2126
a22oi	790
mux2i	726
buf	664
nor2	419
clkbuf	348
nand2	270
a21oi	229
o21ai	181
o22ai	179
nand4	178
a221oi	173
[worst max path at each step]
stage / cells after the start / to / startpoint
4_1_cts: 16 / to_cpu_cache_rsp_data[14] / flop
5_1_grt: 16 / to_cpu_cache_rsp_data[21] / flop
6_report: 16 / to_cpu_cache_rsp_data[14] / flop
[where the power goes]
group          switching, mW  leakage [nW]  internal, mW
logic                  0.484          30.6         0.307
clock network           1.04          13.2          1.26
registers            0.00314          81.2          2.97
total                   1.52           125          4.53
[metrics by stage]
| stage | hold WS [ns] | utilization (%) | cells | instance area [um^2] | setup WS [ns] |
|---|---|---|---|---|---|
| after floorplan | 0.4286 | - | 16350 | 354900 | 104.29 |
| after global placement | 0.4318 | 42.40 | 28410 | 374400 | 102.03 |
| after detailed placement | 0.4351 | 42.40 | 28410 | 374400 | 102.34 |
| after CTS | 0.4495 | 45.47 | 29980 | 401600 | 101.00 |
| after global routing | 0.4629 | 45.48 | 30010 | 401700 | 100.62 |
| final | 0.4492 | 45.49 | 30060 | 401800 | 101.01 |
[layer usage]
| layer | track usage [%] | vias to the layer above | part of all wire [%] |
|---|---|---|---|
| met3 | 25.61 | 2640 | 21 |
| met4 | 11.06 | 96 | 5.2 |
| met5 | 3.608 | - | 0.31 |
| met2 | 38.86 | 15150 | 45 |
| met1 | 30.93 | 92520 | 29 |
| li1 | - | 72440 | - |
[critical path, stage by stage (launching register included)]
cell	delay, ns
dfxtp_4	0.71
buf_4	0.68
buf_4	0.58
buf_12	0.48
buf_4	0.64
buf_4	0.65
mux4_2	0.59
a22oi_1	0.35
nand4_1	0.62
buf_4	0.38
mux2i_1	0.26
mux2_2	0.24
nor2_1	0.04
o211ai_1	0.97
o31ai_2	0.32
buf_4	0.28
clkdlybuf4s50_1	0.40
[area by class of cell]
cell class                 count  area, um^2
fill                       72660      481400
sequential                  9032      270800
multi-input combinational   6268       78210
clock buffer                1069       22430
tap                        11800       14760
timing repair buffer        1279       10480
clock inverter               499        4718
antenna                       79       197.7
inverter                      35       185.2
[cells by family (layout without fill, tap and decap cells)]
kind of cell | count (synthesis) | count (layout) | synth area share, %
compound gates | 1949 | 1949 | 3.984
fa+ha+maj | 4 | 4 | 0.01410
simple gates | 1235 | 1235 | 1.688
mux | 2977 | 2977 | 15.94
other cells | 1 | 84 | 0.001057
xor+xnor | 98 | 98 | 0.2418
flops | 9032 | 9032 | 76.30
buf+inv | 1047 | 2882 | 1.836
No activity file was given, so power comes from the tool's default toggle rates.
