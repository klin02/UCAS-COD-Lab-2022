[/design/flow/run.sh]
#!/bin/bash
# OpenROAD 26Q1-2900-gdf79404cd8, Yosys 0.63+post, stock flow scripts
make -C /OpenROAD-flow-scripts/flow DESIGN_CONFIG=/design/flow/config.mk WORK_HOME=/design/flow/orfs finish
[/design/flow/config.mk]
export PLATFORM = sky130hd
export DESIGN_NAME = dma_engine
export DESIGN_NICKNAME = dma_engine
export VERILOG_FILES = /design/flow/design.v
export SDC_FILE = /design/flow/constraint.sdc
export NUM_CORES = 4
export LEC_CHECK = 1
export CORE_UTILIZATION = 40
export SYNTH_MEMORY_MAX_BITS = 65536
[/design/flow/constraint.sdc]
current_design dma_engine

set clk_period 1746.6
set clk_io_pct 0.2

create_clock -name clk0 -period $clk_period [get_ports {M_AXI_ACLK}]

set non_clock_inputs [all_inputs -no_clocks]
set_input_delay [expr $clk_period * $clk_io_pct] -clock clk0 $non_clock_inputs
set_output_delay [expr $clk_period * $clk_io_pct] -clock clk0 [all_outputs]
[/design/flow/design.v]
module dma_engine  #(
	parameter integer  C_M_AXI_DATA_WIDTH = 32,
	parameter integer  ADDR_WIDTH         = 12
)
(
	input                               M_AXI_ACLK,
	input                               M_AXI_ARESET,
	input  [ADDR_WIDTH        -3 :0]    reg_addr,
	input  [C_M_AXI_DATA_WIDTH-1 :0]    reg_wdata,
	input                               reg_write,
	output [C_M_AXI_DATA_WIDTH-1 :0]    reg_rdata,
	output                              intr,
	output [                   39:0]    M_AXI_AWADDR,
	output [                    7:0]    M_AXI_AWLEN,
	output [                    1:0]    M_AXI_AWBURST,
	output [                    2:0]    M_AXI_AWSIZE,
	output                              M_AXI_AWVALID,
	input                               M_AXI_AWREADY,
	output [C_M_AXI_DATA_WIDTH-1 :0]    M_AXI_WDATA,
	output                              M_AXI_WLAST,
	output [                    3:0]    M_AXI_WSTRB,
	output                              M_AXI_WVALID,
	input                               M_AXI_WREADY,
	output [                   39:0]    M_AXI_ARADDR,
	output [                    7:0]    M_AXI_ARLEN,
	output [                    1:0]    M_AXI_ARBURST,
	output [                    2:0]    M_AXI_ARSIZE,
	output                              M_AXI_ARVALID,
	input                               M_AXI_ARREADY,
	input  [C_M_AXI_DATA_WIDTH-1 :0]    M_AXI_RDATA,
	input                               M_AXI_RLAST,
	input                               M_AXI_RVALID,
	input  [                    1:0]    M_AXI_RRESP,
	output                              M_AXI_RREADY,
	output                              M_AXI_BREADY,
	input  [                    1:0]    M_AXI_BRESP,
	input                               M_AXI_BVALID
);
    wire          fifo_rden;
    wire  [31:0]  fifo_wdata;
    wire          fifo_wen;
    wire  [31:0]  fifo_rdata;
    wire          fifo_is_empty;
    wire          fifo_is_full;
    wire  [31:0]  src_base;
    wire  [31:0]  dest_base;
    wire  [31:0]  tail_ptr;
    wire  [31:0]  head_ptr;
    wire  [31:0]  dma_size;
    wire  [31:0]  ctrl_stat;
    wire  [31:0]  reg_wr_data;
    wire  [ 5:0]  reg_wr_en;
    wire  [ 4:0]  rd_req_len;
    wire  [ 4:0]  wr_req_len;
    wire  [32-1:0]    dma_axi_awaddr;
    wire  [32-1:0]    dma_axi_araddr;
    wire  [ 3:0]  dma_axi_awlen;
    wire  [ 3:0]  dma_axi_arlen;
    assign  reg_rdata = (~reg_addr[2] & ~reg_addr[1] & ~reg_addr[0]) ? src_base : 
                         ((~reg_addr[2] & ~reg_addr[1] & reg_addr[0]) ? dest_base : 
                         ((~reg_addr[2] & reg_addr[1] & ~reg_addr[0]) ? tail_ptr :
                         ((~reg_addr[2] & reg_addr[1] & reg_addr[0]) ? head_ptr : 
                         ((reg_addr[2] & ~reg_addr[1] & ~reg_addr[0]) ? dma_size : 
                         ((reg_addr[2] & ~reg_addr[1] & reg_addr[0]) ? ctrl_stat : 'd0)
		         ))));
    assign  reg_wr_data = reg_wdata;
    assign  reg_wr_en = {(reg_write & reg_addr[2] & ~reg_addr[1] & reg_addr[0]), (reg_write & reg_addr[2] & ~reg_addr[1] & ~reg_addr[0]),
                         (reg_write & ~reg_addr[2] & reg_addr[1] & reg_addr[0]), (reg_write & ~reg_addr[2] & reg_addr[1] & ~reg_addr[0]),
                         (reg_write & ~reg_addr[2] & ~reg_addr[1] & reg_addr[0]), (reg_write & ~reg_addr[2] & ~reg_addr[1] & ~reg_addr[0])};
    assign  M_AXI_AWADDR  = {8'd0, dma_axi_awaddr};
    assign  M_AXI_AWBURST = 2'b01;
    assign  M_AXI_AWSIZE  = 'd2;
    assign  M_AXI_AWLEN   = {3'd0, dma_axi_awlen};
    assign  M_AXI_WSTRB   = 4'b1111;
    assign  M_AXI_BREADY  = 1'b1;
    assign  M_AXI_ARADDR  = {8'd0, dma_axi_araddr};
    assign  M_AXI_ARBURST = 2'b01;
    assign  M_AXI_ARSIZE  = 'd2;
    assign  M_AXI_ARLEN   = {3'd0, dma_axi_arlen};
    engine_core  u_engine_core (
	    .clk                    (M_AXI_ACLK),
	    .rst                    (M_AXI_ARESET),
	    .src_base               (src_base),
	    .dest_base              (dest_base),
	    .tail_ptr               (tail_ptr),
	    .head_ptr               (head_ptr),
	    .dma_size               (dma_size),
	    .ctrl_stat              (ctrl_stat),
	    .reg_wr_data            (reg_wr_data),
	    .reg_wr_en              (reg_wr_en),
	    .intr                   (intr),
	    .rd_req_addr            (dma_axi_araddr),
	    .rd_req_len             (dma_axi_arlen),
	    .rd_req_valid           (M_AXI_ARVALID),
	    .rd_req_ready           (M_AXI_ARREADY),
	    .rd_rdata               (M_AXI_RDATA),
	    .rd_last                (M_AXI_RLAST),
	    .rd_valid               (M_AXI_RVALID),
	    .rd_ready               (M_AXI_RREADY),
	    .wr_req_addr            (dma_axi_awaddr),
	    .wr_req_len             (dma_axi_awlen),
	    .wr_req_valid           (M_AXI_AWVALID),
	    .wr_req_ready           (M_AXI_AWREADY),
	    .wr_data                (M_AXI_WDATA),
	    .wr_valid               (M_AXI_WVALID),
	    .wr_ready               (M_AXI_WREADY),
	    .wr_last                (M_AXI_WLAST),
	    .fifo_rden              (fifo_rden),
	    .fifo_wdata             (fifo_wdata),
	    .fifo_wen               (fifo_wen),
	    .fifo_rdata             (fifo_rdata),
	    .fifo_is_empty          (fifo_is_empty),
	    .fifo_is_full           (fifo_is_full)
  );
  fifo #(
	  .DATA_WIDTH    (32),
	  .ADDR_WIDTH    (8)
  ) u_buffer (
	  .reset     (M_AXI_ARESET),
	  .clk       (M_AXI_ACLK),
	  .pop       (fifo_rden),
	  .data_in   (fifo_wdata),
	  .push      (fifo_wen),
	  .data_out  (fifo_rdata),
	  .empty     (fifo_is_empty),
	  .full      (fifo_is_full)
  );
endmodule
`timescale 1ns / 1ps
module engine_core #(
	parameter integer  DATA_WIDTH       = 32
)
(
	input    clk,
	input    rst,
	output reg [31:0]   src_base,
	output reg [31:0]   dest_base,
	output reg [31:0]   tail_ptr,
	output reg [31:0]   head_ptr,
	output reg [31:0]   dma_size,
	output reg [31:0]   ctrl_stat,
	input  [31:0]	    reg_wr_data,
	input  [ 5:0]       reg_wr_en,
	output 		    intr,
	output reg [31:0]   rd_req_addr,
	output [ 4:0]       rd_req_len,
	output              rd_req_valid,
	input               rd_req_ready,
	input  [31:0]       rd_rdata,
	input               rd_last,
	input               rd_valid,
	output              rd_ready,
	output reg [31:0]   wr_req_addr,
	output [ 4:0]       wr_req_len,
	output              wr_req_valid,
	input               wr_req_ready,
	output [31:0]       wr_data,
	output              wr_valid,
	input               wr_ready,
	output              wr_last,
	output              fifo_rden,
	output [31:0]       fifo_wdata,
	output              fifo_wen,
	input  [31:0]       fifo_rdata,
	input               fifo_is_empty,
	input               fifo_is_full
);
	localparam  	RD_idle	= 3'b001 ,
			RD_req  = 3'b010 ,
			RD_work = 3'b100 ,
			WR_idle = 3'b001 ,
			WR_req  = 3'b010 , 
			WR_work = 3'b100 ;
	wire INTR;
	wire EN;
	reg [2:0]	RD_cur_state;
	reg [2:0]	RD_next_state;
	reg [2:0]	WR_cur_state;
	reg [2:0]	WR_next_state;
	wire [31:0]	burst_time;
	wire [31:0]	burst_time_A;
	wire [31:0]	burst_time_B;
        wire [31:0]     last_burst_cnt;
	reg [31:0] 	RD_burst_cnt;
	reg [31:0]	WR_burst_cnt;
	wire [4:0]	last_burst_len;
	wire [4:0]	last_burst_len_A;
	wire [4:0]	last_burst_len_B;
	reg [8:0]	last_shifter;
	reg fifo_rden_one_clk_delay;
	always @(posedge clk) begin
		if(rst) begin
			src_base  <= 32'b0;
			dest_base <= 32'b0;
			tail_ptr  <= 32'b0;
			head_ptr  <= 32'b0;
			dma_size  <= 32'b0;
			ctrl_stat <= 32'b0;
		end
		else if(EN & WR_cur_state[1] & RD_burst_cnt == burst_time & WR_burst_cnt == burst_time) 
		begin
			tail_ptr 	<= tail_ptr +dma_size;
			ctrl_stat[31]  	<= 1'b1; 
		end
		else begin
			if(reg_wr_en[0])	src_base  <= reg_wr_data;
			else if(reg_wr_en[1])	dest_base <= reg_wr_data;
			else if(reg_wr_en[2])	tail_ptr  <= reg_wr_data;
			else if(reg_wr_en[3])	head_ptr  <= reg_wr_data;
			else if(reg_wr_en[4])	dma_size  <= reg_wr_data;
			else if(reg_wr_en[5])	ctrl_stat <= reg_wr_data;
		end
	end
	assign intr = ctrl_stat[31];
	assign EN   = ctrl_stat[0];
	always @(posedge clk) begin
		if(rst)
			RD_cur_state <= RD_idle;
		else
			RD_cur_state <= RD_next_state;
	end
	always @(*) begin
		case(RD_cur_state)
			RD_idle: begin
				if(EN & WR_cur_state[0] & head_ptr!=tail_ptr)
					RD_next_state = RD_req;
				else
					RD_next_state = RD_idle;
			end
			RD_req: begin
				if(rd_req_ready&rd_req_valid)		 
					RD_next_state = RD_work;
				else if(RD_burst_cnt == burst_time)      
					RD_next_state = RD_idle;
				else
					RD_next_state = RD_req;
			end
			RD_work: begin
				if(rd_ready & rd_valid & rd_last)
					RD_next_state = RD_req;
				else
					RD_next_state = RD_work;
			end
			default:
				RD_next_state = RD_idle;
		endcase
	end
	always @(posedge clk) begin
		if(rst)
			WR_cur_state <= WR_idle;
		else
			WR_cur_state <= WR_next_state;		
	end
	always @(*) begin
		case(WR_cur_state)
			WR_idle: begin
				if(EN & head_ptr!=tail_ptr & !fifo_is_empty)
					WR_next_state = WR_req;
				else	
					WR_next_state = WR_idle;
			end
			WR_req: begin
				if(wr_req_ready & wr_req_valid)
					WR_next_state = WR_work;
				else if(WR_burst_cnt == burst_time)
					WR_next_state = WR_idle;
				else
					WR_next_state = WR_req;
			end
			WR_work: begin
				if(wr_ready & wr_valid & wr_last)
					WR_next_state = WR_req;
				else
					WR_next_state = WR_work;
			end
			default:
				WR_next_state = WR_idle;
		endcase
	end
	assign burst_time_A[26:0]  = dma_size[31:5];
	assign burst_time_A[31:27] = 5'b0;
	assign burst_time_B[0]    = |dma_size[4:0];
	assign burst_time_B[31:1] = 31'b0;
	assign burst_time = burst_time_A + burst_time_B;  
        assign last_burst_cnt = burst_time -1 ;
	always @(posedge clk) begin
		if(rst)
			RD_burst_cnt <= 32'b0;
		else if(RD_cur_state[0] & WR_cur_state[0])
			RD_burst_cnt <= 32'b0;
		else begin
			if(RD_cur_state[2] & rd_ready & rd_valid & rd_last)	 
				RD_burst_cnt <= RD_burst_cnt +32'b1;
			else
				RD_burst_cnt <= RD_burst_cnt;
		end
	end
	always @(posedge clk) begin
		if(rst)
			WR_burst_cnt <= 32'b0;
		else if(RD_cur_state[0] & WR_cur_state[0])	 
			WR_burst_cnt <= 32'b0;
		else begin
			if(WR_cur_state[2] & wr_ready & wr_valid & wr_last)	 
				WR_burst_cnt <= WR_burst_cnt +32'b1;
			else
				WR_burst_cnt <= WR_burst_cnt;
		end
	end
	assign last_burst_len_A[2:0] = dma_size[4:2];
	assign last_burst_len_A[4:3] = 2'b0;
	assign last_burst_len_B[0]   = |dma_size[1:0];
	assign last_burst_len_B[4:1] = 4'b0;
	assign last_burst_len = last_burst_len_A + last_burst_len_B -1 ;  
	assign rd_req_len = (burst_time_B[0] & RD_burst_cnt == last_burst_cnt) ? last_burst_len : 5'd7;
	assign wr_req_len = (burst_time_B[0] & WR_burst_cnt == last_burst_cnt) ? last_burst_len : 5'd7;
	always @(posedge clk) begin
		if(RD_cur_state[0] & WR_cur_state[0] & head_ptr != tail_ptr)
			rd_req_addr <= src_base + tail_ptr;
		else if(RD_cur_state[2] & rd_ready & rd_valid & rd_last) begin
			if(RD_burst_cnt == last_burst_cnt)
				rd_req_addr <= rd_req_addr + dma_size[4:0];
			else
				rd_req_addr <= rd_req_addr + 32'd32;
		end
	end
	always @(posedge clk) begin
		if(RD_cur_state[0] & WR_cur_state[0] & head_ptr != tail_ptr)
			wr_req_addr <= dest_base + tail_ptr;
		else if(WR_cur_state[2] & wr_ready & wr_valid & wr_last) begin
			if(WR_burst_cnt == last_burst_cnt)
				wr_req_addr <= wr_req_addr + dma_size[4:0];
			else
				wr_req_addr <= wr_req_addr + 32'd32;
		end
	end
	assign rd_req_valid = RD_cur_state[1] & ~fifo_is_full & RD_burst_cnt!=burst_time;
	assign wr_req_valid = WR_cur_state[1] & ~fifo_is_empty & WR_burst_cnt != burst_time;
	assign rd_ready = RD_cur_state[2] & ~fifo_is_full;
	assign wr_valid = fifo_rden_one_clk_delay;
	assign fifo_wen = rd_ready & rd_valid;
	assign fifo_wdata = rd_rdata;
	assign fifo_rden = WR_cur_state[2] & ~fifo_is_empty & wr_ready;
	assign wr_data = fifo_rdata;
	always @ (posedge clk) begin
		if(~wr_ready)
			fifo_rden_one_clk_delay <= fifo_rden_one_clk_delay;
		else
			fifo_rden_one_clk_delay <= fifo_rden;
	end
	always @(posedge clk) begin
		if(wr_req_ready & wr_req_valid)
			last_shifter <= (9'b1<<(wr_req_len+1));
		else if(fifo_rden)
			last_shifter <= {1'b0,last_shifter[8:1]};
		else
			last_shifter <= last_shifter;
	end
	assign wr_last = last_shifter[0];
endmodule
`timescale 1ns/1ps
module fifo
#(   
	parameter   DATA_WIDTH          = 64,
	parameter   INIT                = "init.mif",
	parameter   ADDR_WIDTH          = 4,
	parameter   RAM_DEPTH           = (1 << ADDR_WIDTH),
	parameter   INITIALIZE_FIFO     = "no",
	parameter   TYPE                = "MLAB"
)(   
	input  wire                         clk,
	input  wire                         reset,
	input  wire                         push,
	input  wire                         pop,
	input  wire [ DATA_WIDTH -1 : 0 ]   data_in,
	output reg  [ DATA_WIDTH -1 : 0 ]   data_out,
	output reg                          empty,
	output reg                          full,
	output reg  [ ADDR_WIDTH    : 0 ]   fifo_count
);
reg     [ADDR_WIDTH-1:0]        wr_pointer;              
reg     [ADDR_WIDTH-1:0]        rd_pointer;              
reg     [DATA_WIDTH-1:0]        mem[0:RAM_DEPTH-1]       ;      
initial
begin
	if (INITIALIZE_FIFO == "yes")
	begin
		$readmemh(INIT, mem, 0, RAM_DEPTH-1);
	end
end
always @ (fifo_count)
begin : FIFO_STATUS
	empty   = (fifo_count == 0);
	full    = (fifo_count == RAM_DEPTH);
end
always @ (posedge clk)
begin : FIFO_COUNTER
	if (reset)
		fifo_count <= 0;
	else if (push && (!pop||pop&&empty) && !full)
		fifo_count <= fifo_count + 1;
	else if (pop && (!push||push&&full) && !empty)
		fifo_count <= fifo_count - 1;
end
always @ (posedge clk)
begin : WRITE_PTR
	if (reset) begin
		wr_pointer <= 0;
	end
	else if (push && !full) begin
		wr_pointer <= wr_pointer + 1;
	end
end
always @ (posedge clk)
begin : READ_PTR
	if (reset) begin
		rd_pointer <= 0;
	end
	else if (pop && !empty) begin
		rd_pointer <= rd_pointer + 1;
	end
end
always @ (posedge clk)
begin : WRITE
	if (push & !full) begin
		mem[wr_pointer] <= data_in;
	end
end
always @ (posedge clk)
begin : READ
	if (reset) begin
		data_out <= 0;
	end
	if (pop && !empty) begin
		data_out <= mem[rd_pointer];
	end
	else begin
		data_out <= data_out;
	end
end
endmodule
==> out/metrics.yaml <==
critPathTopFamily: "buffers and inverters"
min-delay-start: "u_engine_core.ctrl_stat[23]"
rows: 337
worst_hold_slack_ns: 0.456
cap_violations: 0
critPathLaunchType: "input pin"
placed_cell_area_mm2: 0.359
run_status: "completed"
drt-total-wl_um: 943000
place_congestion: 0.914
tightest_slew_ns: 0.971
ys_async_sr_fraction_pct: 0
rr_startpoint: "u_engine_core.dma_size[1]"
rsz0062_at_grt: "false"
grt_pass1_vias: 175219
reg2reg_slack_ns: 1738.02
core_mm2: 0.842
finClkSkew_ns: 0.100
leakagePower_uw: 0.115
power_uw: 410
flop_cell: "edfxtp_1"
drive_above_1_share_pct: 29.1
track_usage_pct: 24.5
setup_viol: 0
die_x_um: 922
pin_count: 268
fmax_ghz: 0.00143
maxSlewViolCount: 0
area_growth_pct: 13.7
ys_warn_count: 4
path_buffers: 3
drt_iter0_markers: 11694
yosysTopAreaCellShare_pct: 73.6
worst-path-max-fanout: 29
path_cells: "buf_2 -> nor2b_2 -> buf_4 -> a21oi_1 -> a21oi_1 -> clkdlybuf4s50_1"
synth_stat.cells: 15211
design_area_mm2: 0.385
slowest_delay_ns: 0.71
p_per_area_mw_per_mm2: 1.06
die_area_mm2: 0.850
synthCells: 15211
cts-resized-gates: 0
worstSkewPairLatency_ns: 1.19
first_pass_iters: 7
overflow: 0
stdcell_count: 28022
antenna_found_initial: 106
numCtsBuffers: 825
path_class: "input pin to primary output"
ant_nets: 0
topCellsByArea: "edfxtp_1 (74%), mux4_2 (18%), dfxtp_1 (1.7%)"
numPortBuffers: 216
hp-class: "flip-flop to flip-flop"
yosysTopAreaCell: "edfxtp_1"
clk_pin_slew_ns: 0.06
die_h_um: 922
edf_count: 8298
cts_hold_buffers: 0
ys_types: 103
vdd_drop_max_uv: 1.21
largest_register_ffs: 8192
fin_tns_setup_ns: 0
dp_cells: 26436
grt_max_degree: 101
wire_per_inst_um: 33.6
ys_seq_share_pct: 75.3
fin_crit_ns: 701.62
nFillCells: 68539
remaining_drc_errors: 0
grt_pass1_wl_um: 1320000
arrival_ns: 352.30
avgSynthCellArea_um2: 22.2
slew-limit-headroom_pct: 35.3
cts-root-buf: "clkbuf_16"
cts_tree: "yes"
cts-htree-levels: 6
warning_count: 56
period_used_pct: 40.2
hold_viol: 0
yosysChipArea_mm2: 0.338
cts_max_path_buffers: 4
fp_util_pct: 40.2
clock-sinks: 8585
num_vias: 160700
postCtsSetupBuffers: 0
via_per_inst: 5.73
crit_required_ns: 1397.28
end_kind: "primary output"
crit_top_cell: "a21oi_1"
crit_slowest_cell: "nor2b_2"
synthesis.area_mm2: 0.338
synth-seq-cells: 8585
top_register: "u_buffer.mem"
startpoint: "reg_addr[1]"
hpwlAfterDp_um: 549000
-- power breakdown --
part | switching [uW] | internal, uW | total, uW | leakage [uW]
Combinational | 6.24 | 2.44 | 8.70 | 0.0251
Sequential | 1.02 | 226 | 227 | 0.0770
Clock | 77.1 | 96.6 | 174 | 0.0127
Total | 84.3 | 325 | 410 | 0.115
-- through the flow --
step,setup slack (ns),utilization (%)
floorplan,1046.42,-
global placement,1045.20,42.6
detailed placement,1045.21,42.6
CTS,1045.19,45.7
global route,1044.89,45.7
finish,1044.98,45.7
-- cell type report --
cell class	count	area (um^2)	share of cell area, %
flip-flops and latches	8585	255000	66.2
inverters	77	289	0.0751
clock buffers	1042	21800	5.66
repair buffers	870	7420	1.93
clock inverters	477	4320	1.12
multi-input cells	5717	82000	21.3
diodes	67	168	0.0436
well taps	11187	14000	3.64
-- placed cells by master, fill, tap and decap left out, drive strengths merged, types with 39 or more instances in the layout --
| cell | netlist | final |
|---|---|---|
| a21oi | 309 | 309 |
| clkdlybuf4s50 | 0 | 180 |
| xor2 | 136 | 136 |
| nand4 | 65 | 65 |
| mux2i | 112 | 112 |
| nor3 | 61 | 61 |
| xnor2 | 213 | 213 |
| nor2 | 565 | 565 |
| edfxtp | 8298 | 8298 |
| clkinv | 1 | 386 |
| and3 | 63 | 63 |
| conb | 2 | 39 |
| a211oi | 65 | 65 |
| bufinv | 0 | 56 |
| nor4 | 49 | 49 |
| nor2b | 46 | 46 |
| mux4 | 2727 | 2727 |
| a21o | 51 | 51 |
| nand3 | 99 | 99 |
| diode | 0 | 67 |
| o21ai | 139 | 139 |
| inv | 76 | 102 |
| nand2 | 479 | 479 |
| ha | 128 | 128 |
| clkbuf | 562 | 1043 |
| dfxtp | 287 | 287 |
| buf | 307 | 689 |
-- worst register-to-register path, stage by stage (launching register included) --
cell and delay (ns):
dfxtp_1 0.67, nor2_1 0.15, and3_1 0.31, inv_1 0.27, ha_1 0.40, ha_1 0.51
nand3_2 0.43, nor3_2 0.45, xor2_1 0.11, buf_4 0.21, nor4_4 0.66, o211ai_1 0.46
nor3_2 0.56, nand3_1 0.13, a211oi_1 0.39, nand4_1 0.57, nor4_1 0.78, and2_1 0.28
inv_1 0.07, ha_1 0.28, nor2b_1 0.21, a21oi_1 0.06, o21ai_0 0.32, nand2b_4 0.10
o21ai_1 0.14
-- cell families (layout without fill, tap and decap cells) --
logic type | after synthesis | in the layout | synth area share, %
DFF | 8585 | 8585 | 75.3
muxes | 2844 | 2844 | 18.5
and+or+nand+nor | 1573 | 1573 | 2.16
buffers and inverters | 946 | 2466 | 1.12
AOI/OAI and AO/OA | 770 | 770 | 1.43
xor gates and xnor gates | 357 | 357 | 0.959
adders and majority gates | 134 | 134 | 0.509
other | 2 | 106 | 0.00222
-- synth_stat cells, drive strengths merged, types with 36 or more instances --
master	instances
xnor2	213
edfxtp	8298
xor2	136
nor2b	46
o21ai	139
nor3	61
mux2i	112
nand3	99
or3	36
clkbuf	562
nand2	479
ha	128
nor4	49
nor2	565
a211oi	65
a21oi	309
nand4	65
inv	76
buf	307
mux4	2727
a21o	51
dfxtp	287
and3	63
-- path summary, 6_finish.rpt --
| path | to | depth (start not counted) |
|---|---|---|
| min reg2reg | u_engine_core.ctrl_stat[23] | 2 |
| max | reg_rdata[29] | 6 |
| min | u_engine_core.ctrl_stat[23] | 2 |
| max reg2reg | u_engine_core.last_shifter[2] | 24 |
-- per-layer routing --
metal | track usage, % | wire length (um) | share of wire (%)
met4 | 8.36 | 43000 | 4.6
met3 | 22.5 | 198000 | 21
met5 | 1.81 | 1970 | 0.21
met2 | 34.4 | 429000 | 46
met1 | 26.6 | 270000 | 29
Power is estimated from default activity; no workload was simulated.
